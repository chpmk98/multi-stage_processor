`./design.v`:
```
module PipeReg(out, in, clk, rst);  
   parameter width = 32, init = 0;
   output [0:width-1] out;
   reg [0:width-1]    out;
   input [0:width-1]  in;
   input 	      clk, rst;
   always @ (posedge clk or negedge rst)
     if (~rst)
       out <= init;
     else
       out <= in;
endmodule  
module PipeCtlReg(out, in, ctl, clk, rst);  
   parameter width = 32, init = 0;
   output [0:width-1] out;
   reg [0:width-1]    out;
   input [0:width-1]  in;
   input [0:1] 	      ctl;
   input 	      clk, rst;
   always @ (posedge clk or negedge rst)
     if (~rst)
       out <= init;
     else begin
        if (ctl == 2'b00)
	        out <= in;
        else if (ctl == 2'b11)
	        out <= init;
     end
endmodule  
```
`./run.sh`:
```
#!/bin/bash
# OpenROAD 26Q1-2900-gdf79404cd8, Yosys 0.63+post, stock flow scripts
make -C /OpenROAD-flow-scripts/flow DESIGN_CONFIG=/design/flow/config.mk WORK_HOME=/design/flow/orfs finish
```
`./config.mk`:
```
export PLATFORM = sky130hd
export DESIGN_NAME = PipeCtlReg
export DESIGN_NICKNAME = PipeCtlReg
export VERILOG_FILES = /design/flow/design.v
export SDC_FILE = /design/flow/constraint.sdc
export NUM_CORES = 4
export LEC_CHECK = 1
export CORE_UTILIZATION = 30
```
`./constraint.sdc`:
```
current_design PipeCtlReg

set clk_period 1.0
set clk_io_pct 0.2

create_clock -name clk0 -period $clk_period [get_ports {clk}]

set non_clock_inputs [all_inputs -no_clocks]
set_input_delay [expr $clk_period * $clk_io_pct] -clock clk0 $non_clock_inputs
set_output_delay [expr $clk_period * $clk_io_pct] -clock clk0 [all_outputs]
```
==> impl_metrics.py <==
# Metrics from the implementation run
metrics = {
    "critical_path": {
        "cp-start-kind": "flip-flop",
        "worstSetupPathType": "reg -> out",
        "cp.required_ns": 0.80,
        "crit_buf_inv": 1,
        "cp_data_arrival_time_ns": 0.78,
        "path_max_fanout": 2,
        "crit_family": "flip-flops",
        "crit_path_end_kind": "output port",
        "slowest_delay_ns": 0.39,
        "crit_chain": "buf_2",
        "crit_slowest_cell": "dfrtp_1",
    },
    "global_routing": {
        "grt_overflow": 0,
        "grt.met2_usage": 0.2222,
        "grt_pass1_wl_mm": 5.844,
        "top_usage_layer": "met1",
        "antenna_found_initial": 0,
        "use_met3": 0.05310,
        "grt_max_degree": 33,
        "grt.total_usage": 0.1517,
        "grt.met1_usage": 0.2344,
        "grt_pass1_vias": 1308,
    },
    "cells_and_area": {
        "fillers": 359,
        "top_register": "out",
        "largest_reg_flops": 32,
        "stdcell_count": 283,
        "reg.largest.list": "out x32",
        "drive_gt1_frac": 0.3766,
        "syn2layout_area_growth_pct": 68.13,
    },
    "timing": {
        "fin_hold_ws_ns": 0.2891,
        "layout_setup_ws_ns": 0.01982,
        "min_period_ns": 0.9802,
        "fin_crit_sh": 0.9802,
        "setup_violations": 0,
        "rsz0062_at_grt": "true",
        "fin_skew_ns": 0,
        "fmax_ghz": 1.020,
        "hold_viol_final": 0,
        "drv_slew": 0,
        "slew_headroom": 0.7728,
        "worst_slew_pin_slew_ns": 0.3408,
    },
    "logic_synthesis": {
        "synthTopCellsByArea": "dfrtp_1 59%, nand2_1 18%, o21ai_2 11%",
        "synth_area_mm2": 0.001366,
        "synthDistinctLibCells": 10,
        "ys_cells": 141,
        "yosysWarnings": 1,
        "synth_cells": 141,
        "synth_top_cell_by_area": "dfrtp_1",
        "yosysChipArea_mm2": 0.001366,
        "netlist.area_leader.share": 0.5861,
        "ys_ff": 32,
        "avgSynthCellArea_um2": 9.690,
        "synth-seq-area-share": 0.5861,
    },
    "pwr": {
        "comb_power_share": 0.236,
        "clkPwrFrac": 0.309,
        "p_sw_frac": 0.2365,
        "p_leak_nw": 1.126,
        "power_density_mw_per_mm2": 1382,
        "switching_power_w": 0.0007505,
        "ir_drop_mv": 0.7861,
        "seqPwrFrac": 0.454,
        "p_int_w": 0.002423,
        "p_total_w": 0.003174,
    },
    "floorplan": {
        "core-area_mm2": 0.004354,
        "fp.dieW_um": 69.49,
        "fp_util": 0.3138,
        "die_y_um": 69.49,
        "rows": 24,
        "dieArea_mm2": 0.004828,
        "io_pins": 68,
    },
    "route": {
        "via_per_inst": 4.456,
        "drc": 0,
        "drt_iter0_markers": 35,
        "drt_first_pass_iters": 4,
        "vias": 1261,
        "routed_wl_mm": 3.290,
        "n_antenna_cell": 0,
        "final_antenna_net_count": 0,
        "wl_per_cell_um": 11.63,
    },
    "outcome": {
        "outcome": "completed",
    },
    "clocking": {
        "cts_htree_levels": 2,
        "numClockSinks": 32,
        "clk_latency_ns": 0.27,
        "clk_pin_slew_ns": 0.06,
        "cts_tree": "built",
        "root_buffer": "clkbuf_8",
        "numCtsBuffers": 5,
        "hold_buffers": 0,
        "clockBufferDepth": 2,
    },
    "job": {
        "openroad.warnings": 27,
        "maxCapViolCount": 0,
    },
    "placement": {
        "finalWeightedCongestion": 0.7869,
        "io_buffers": 67,
        "dpl.hpwl_mm": 2.075,
        "dp_slack_ns": -0.5855,
        "dpl.cell_count": 261,
    },
    "worst_hold_path": {
        "hold_class": "in -> async",
    },
}
[power by group through the flow]
stage         registers (W)  logic, W  clock network, W
finish              0.00144  0.000750          0.000981
global route        0.00145  0.000819           0.00110
CTS                 0.00144  0.000753           0.00102
[synthesized netlist by cell type]
master and instances:
buf_4 5, nand2_1 64, inv_1 2, o21ai_2 17, buf_2 2, ha_1 1, o21ai_0 2, buf_6 3
o21ai_1 13, dfrtp_1 32
[worst paths after layout]
check | start | end | slack (ns) | depth (start not counted)
min reg2reg | out[28] | out[28] | 0.48 | 2
min | rst | out[17] | 0.29 | 2
max reg2reg | out[5] | out[5] | 0.19 | 4
max in group asynchronous | rst | out[2] | 0.54 | 2
min in group clk0 | in[1] | out[1] | 0.47 | 3
max | out[15] | out[15] | 0.02 | 1
[cell families after synthesis]
kind of cell,Yosys count,synth area share
buf+inv,12,0.06502
flops,32,0.5861
compound gates,32,0.1639
simple gates,64,0.1758
fa+ha+maj,1,0.009156
[what timing repair did]
action	in CTS	in global routing
hold endpoints to repair	0	0
resized	109	1
endpoints found under the setup margin	64	23
setup buffers	7	4
pin swaps	7	2
cloned	4	0
[metal layers]
| metal | vias up | wire (µm) |
|---|---|---|
| met5 | - | 0 |
| met4 | 0 | 40 |
| met3 | 7 | 306 |
| met2 | 53 | 1366 |
| met1 | 570 | 1577 |
| li1 | 631 | - |
[layout make-up]
type	count	area, µm²	share of cell area
clock buffer	8	90.09	0.03922
inverter	2	7.507	0.003268
multi-input combinational	97	499.2	0.2173
sequential	32	800.8	0.3486
tap	52	65.06	0.02832
timing repair buffer	92	834.6	0.3633
[metrics by stage]
step,cell area (µm²),util,TNS [ns]
after floorplan,1398,-,-0.3604
after global placement,2151,0.4940,-16.82
after detailed placement,2151,0.4940,-18.18
after CTS,2277,0.5230,0
after global routing,2297,0.5276,-0.08572
final,2297,0.5276,0
[placed cells by master (no fill, tap or decap), drive strengths merged]
| master | n |
|---|---|
| ha | 1 |
| dfrtp | 32 |
| o21ai | 32 |
| dlygate4sd2 | 1 |
| clkbuf | 8 |
| buf | 57 |
| clkdlybuf4s50 | 33 |
| clkdlybuf4s15 | 1 |
| nand2 | 64 |
| inv | 2 |
No activity file was given, so power comes from the tool's default toggle rates.
